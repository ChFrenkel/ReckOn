File: ./design.v
module fifo #(
    parameter width      = 9,
    parameter depth      = 4,
    parameter depth_addr = 2         
)(
    input  wire                  clk,
    input  wire                  rst_n,
    input  wire                  push_req_n,
    input  wire                  pop_req_n,
    input  wire [     width-1:0] data_in,
    output reg                   empty,
    output wire                  full,
    output wire [depth_addr-1:0] free_space,
    output wire [     width-1:0] data_out,
    output wire [     width-1:0] data_out_next);
reg  [width-1:0] mem [0:depth-1]; 
reg  [depth_addr-1:0] write_ptr;
reg  [depth_addr-1:0] read_ptr;
wire [depth_addr-1:0] next_read_ptr;
reg  [depth_addr-1:0] fill_cnt;
genvar i;
always @(posedge clk, negedge rst_n) begin
    if (!rst_n)
        write_ptr <= {(depth_addr){1'b0}};
    else if (!push_req_n && (!full || !pop_req_n))
        write_ptr <= write_ptr + {{(depth_addr-1){1'b0}},1'b1};
    else
        write_ptr <= write_ptr;
end
always @(posedge clk, negedge rst_n) begin
    if (!rst_n)
        read_ptr <= {(depth_addr){1'b0}};
    else if (!pop_req_n && !empty)
        read_ptr <= next_read_ptr;
    else
        read_ptr <= read_ptr;
end
assign next_read_ptr = read_ptr + {{(depth_addr-1){1'b0}},1'b1};
always @(posedge clk, negedge rst_n) begin
    if (!rst_n)
        fill_cnt <= {(depth_addr){1'b0}};
    else if (!push_req_n && pop_req_n && !empty && !full)
        fill_cnt <= fill_cnt + {{(depth_addr-1){1'b0}},1'b1};
    else if (!push_req_n && !pop_req_n)
        fill_cnt <= fill_cnt;
    else if (!pop_req_n && |fill_cnt)
        fill_cnt <= fill_cnt - {{(depth_addr-1){1'b0}},1'b1};
    else
        fill_cnt <= fill_cnt;
end
always @(posedge clk, negedge rst_n) begin
    if (!rst_n)
        empty <= 1'b1;
    else if (!push_req_n)
        empty <= 1'b0;
    else if (!pop_req_n)
        empty <= ~|fill_cnt; 
    else 
        empty <= empty; 
end
assign free_space = {(depth_addr){1'b1}} - fill_cnt;
assign full       = &fill_cnt;
generate
    for (i=0; i<depth; i=i+1) begin
        always @(posedge clk) begin
            if (!push_req_n && (!full || !pop_req_n) && (write_ptr == i))
                mem[i] <= data_in;
            else 
                mem[i] <= mem[i];
        end
    end
endgenerate
assign data_out      = mem[read_ptr];
assign data_out_next = mem[next_read_ptr];
endmodule 
File: ./run.sh
#!/bin/bash
# OpenROAD 26Q1-2900-gdf79404cd8, Yosys 0.63+post, stock flow scripts
make -C /OpenROAD-flow-scripts/flow DESIGN_CONFIG=/design/flow/config.mk WORK_HOME=/design/flow/orfs finish
File: ./config.mk
export PLATFORM = sky130hd
export DESIGN_NAME = fifo
export DESIGN_NICKNAME = fifo
export VERILOG_FILES = /design/flow/design.v
export SDC_FILE = /design/flow/constraint.sdc
export NUM_CORES = 4
export LEC_CHECK = 1
export CORE_UTILIZATION = 30
File: ./constraint.sdc
current_design fifo

set clk_period 2.5
set clk_io_pct 0.2

create_clock -name clk0 -period $clk_period [get_ports {clk}]

set non_clock_inputs [all_inputs -no_clocks]
set_input_delay [expr $clk_period * $clk_io_pct] -clock clk0 $non_clock_inputs
set_output_delay [expr $clk_period * $clk_io_pct] -clock clk0 [all_outputs]
==> flow_summary_export.csv <==
group,metric,value,unit
status,status,"finished, violations left",
status,violations,"negative setup slack",
power,power_density,1050,mW/mm^2
logic_synthesis,ys_cells,140,
clock_tree,clock.latency.late_pin,0.30,ns
logic_synthesis,yosys_warnings,2,
sta,timing.final.crit_period,2.53,ns
setup_path,worst-setup-path-type,"register to output port",
logic_synthesis,ys_area,0.00204,sq mm
sta,finalCritPeriodShare,101,%
setup_path,cp-end-kind,"output port",
sta,finalHoldViolCount,0,
grt,grt_pass1_vias,1322,
route,highest_layer,"met4",
logic_synthesis,syn_inst,140,
finish,drive_gt1_share,18.3,%
sta,setup_viol,1,
placed_design,io_buffers,34,
grt,grt_max_degree,19,
clock_tree,path_clk_slew,0.08,ns
route,routed_wirelength,4010,um
setup_path,startpoint_type,"register",
sta,worst_slew_pin_slew,0.349,ns
sta,fin_skew,0.00454,ns
die,boundaryPins,35,
clock_tree,h-tree-depth,2,
route,drtPass1Iterations,22,
die,dieHeight,84.4,um
route,insertedDiodeCount,0,
logic_synthesis,postSynthSeqShare,61.7,%
route,via_count,1323,
power,p_leak,1.17,nW
grt,antenna_found_initial,0,
route,detail_route.iter0.violations,90,
sta,slew_violations,0,
placed_design,hpwl,2640,um
logic_synthesis,ys_types,25,
flow_run,maxCapViolCount,0,
placed_design,placed_cell_area,0.00249,sq mm
finish,lay_top_count,"edfxtp_1",
grt,grt.total_usage,11.9,%
logic_synthesis,syn_avg_cell_area,14.5,sq um
clock_tree,clockBufferDepth,2,
die,dieArea,0.00712,sq mm
die,die-width,84.4,um
setup_path,critPathMaxFanout,4,
sta,fmax,395,MHz
setup_path,ff2ff_setup_slack,1.00,ns
route,met2WireLength,1960,um
finish,design_area,0.00271,sq mm
route,ant_nets,0,
sta,layout_setup_ws,-0.0343,ns
die,fp_util,31.5,%
power,vdd_ir_drop_max,0.000282,V
logic_synthesis,syn_area,0.00204,sq mm
route,wl_per_cell,15.0,um
clock_tree,tritoncts,"yes",
grt,grt_pass1_wl,6300,um
finish,fill_cells,581,
setup_path,reg2reg_to,"mem[0][6]",
setup_path,worstPathArrival,2.03,ns
grt,gr-total-overflow,0,
route,wirelength_met1,1750,um
finish,area_growth,32.9,%
hold_path,hold_path.class,"primary input to asynchronous set/reset pin",
route,drc,0,
placed_design,gp_congestion,0.795,
clock_tree,cts_sinks,43,
setup_path,crit_required,2.00,ns
flow_run,warning_count,35,
finish,lay_top_cells,"36 x edfxtp_1, 18 x a222oi_1, 18 x mux2i_1",
logic_synthesis,ys_ff,43,
clock_tree,ctsRootBufferMaster,"clkbuf_8",
die,rows,29,
route,wl_met3,233,um
die,core-area,0.00646,sq mm
setup_path,reg2reg_depth,3,
sta,slew-limit-headroom,76.7,%
setup_path,timing.rr.start,"fill_cnt[0]",
route,avgViaCountPerCell,4.94,
sta,rsz0062_at_grt,"yes",
finish,final_util,41.9,%
clock_tree,cts_buffers,5,
## area by class of cell
cell class / instances / area [sq um] / area share, %
timing repair buffer: 52 / 515 / 19.0
sequential: 43 / 1260 / 46.5
tap: 77 / 96.3 / 3.56
multi-input combinational: 72 / 684 / 25.3
inverter: 16 / 60.1 / 2.22
clock buffer: 5 / 68.8 / 2.54
clock inverter: 3 / 23.8 / 0.878
## through the flow
stage,setup WS [ns],instances,setup TNS (ns),hold WS (ns),power [mW]
6_report,-0.0343,268,-0.0343,0.468,2.83
5_1_grt,-0.117,268,-0.117,0.481,3.04
4_1_cts,-0.00546,266,-0.00759,0.467,2.91
3_5_place_dp,0.0658,254,0,0.578,2.34
3_3_place_gp,0.106,254,0,0.571,2.34
2_1_floorplan,0.729,140,0,0.204,1.68
## worst max path at each step
stage	startpoint	to	slack [ns]	cells after the start
after CTS	read_ptr[0]	data_out[0]	-0.005	6
after global routing	read_ptr[1]	data_out[0]	-0.12	6
final	read_ptr[1]	data_out[0]	-0.03	6
## power by group
| part | total [mW] | switching, mW | internal, mW | leakage, nW |
|---|---|---|---|---|
| clock | 0.452 | 0.252 | 0.200 | 0.0408 |
| combinational | 1.38 | 0.559 | 0.818 | 0.720 |
| sequential | 1.00 | 0.0808 | 0.921 | 0.407 |
## cells in the mapped netlist (all sizes together)
cell type / n / share of area (%)
nor3: 1 / 0.25
a31oi: 1 / 0.61
xnor2: 2 / 0.86
o211a: 1 / 0.49
o211ai: 1 / 0.37
mux2i: 18 / 8.8
o21ai: 6 / 1.5
nor2: 4 / 0.74
and2: 4 / 1.2
dfrtp: 6 / 7.4
and4bb: 1 / 0.61
clkbuf: 3 / 0.61
edfxtp: 36 / 53
a21oi: 1 / 0.25
nor3b: 1 / 0.37
nand2: 3 / 0.55
buf: 6 / 3.1
dfstp: 1 / 1.3
a222oi: 18 / 8.8
inv: 16 / 2.9
ha: 10 / 6.1
## cells by family (layout without fill, tap and decap cells)
family                     Yosys count  in the layout  synth area share (%)
adders and majority gates           10             10                  6.14
and+or+nand+nor                     14             14                  3.75
AOI/OAI and AO/OA                   28             28                  12.0
xor gates and xnor gates             2              2                 0.860
DFF                                 43             43                  61.7
muxes                               18             18                  8.85
buffers and inverters               25             76                  6.63
## state kept, by name, summed over array words and instances, names as in the netlist
register,cells
empty,1
fill_cnt,2
mem,36
read_ptr,2
write_ptr,2
## critical path: stages, from the launching register on
cell	delay, ns
dfrtp_1	0.43
inv_2	0.13
buf_4	0.12
ha_1	0.15
buf_4	0.15
mux2i_1	0.25
clkdlybuf4s50_1	0.50
## timing repair
item / 4_1_cts / 5_1_grt
hold buffers: 0 / 0
gates cloned: 1 / 0
setup endpoints to repair: 18 / 16
pin swaps: 7 / 9
resized: 16 / 15
buffers inserted: 3 / 2
## metal layers
| metal | vias to the layer above | track usage, % |
|---|---|---|
| met2 | 34 | 18.9 |
| met4 | 0 | 2.00 |
| li1 | 645 | - |
| met3 | 10 | 4.48 |
| met1 | 634 | 16.6 |
| met5 | - | 0 |
Power and IR drop assume default switching activity.
